### flow/config.mk
export PLATFORM = sky130hd
export DESIGN_NAME = mp_cache_data_array
export DESIGN_NICKNAME = mp_cache_data_array
export VERILOG_FILES = /design/flow/design.v
export SDC_FILE = /design/flow/constraint.sdc
export NUM_CORES = 4
export LEC_CHECK = 1
export CORE_UTILIZATION = 50
### flow/constraint.sdc
current_design mp_cache_data_array

set clk_period 65.1
set clk_io_pct 0.2

create_clock -name clk0 -period $clk_period [get_ports {clk0}]

set non_clock_inputs [all_inputs -no_clocks]
set_input_delay [expr $clk_period * $clk_io_pct] -clock clk0 $non_clock_inputs
set_output_delay [expr $clk_period * $clk_io_pct] -clock clk0 [all_outputs]
### flow/design.v
interface mem_itf(
    input   bit         clk,
    input   bit         rst
);
    logic   [31:0]      addr;
    logic   [3:0]       rmask;
    logic   [3:0]       wmask;
    logic   [31:0]      rdata;
    logic   [31:0]      wdata;
    logic               resp;
    bit                 error = 1'b0;
    modport dut (
        input           clk,
        input           rst,
        output          addr,
        output          rmask,
        output          wmask,
        input           rdata,
        output          wdata,
        input           resp
    );
    modport mem (
        input           clk,
        input           rst,
        input           addr,
        input           rmask,
        input           wmask,
        output          rdata,
        input           wdata,
        output          resp,
        output          error
    );
    modport mon (
        input           clk,
        input           rst,
        input           addr,
        input           rmask,
        input           wmask,
        input           rdata,
        input           wdata,
        input           resp,
        output          error
    );
endinterface
interface mon_itf(
    input   bit             clk,
    input   bit             rst
);
            logic           valid [8];
            logic   [63:0]  order [8];
            logic   [31:0]  inst [8];
            logic           halt [8];
            logic   [4:0]   rs1_addr [8];
            logic   [4:0]   rs2_addr [8];
            logic   [31:0]  rs1_rdata [8];
            logic   [31:0]  rs2_rdata [8];
            logic   [4:0]   rd_addr [8];
            logic   [31:0]  rd_wdata [8];
            logic   [31:0]  pc_rdata [8];
            logic   [31:0]  pc_wdata [8];
            logic   [31:0]  mem_addr [8];
            logic   [3:0]   mem_rmask [8];
            logic   [3:0]   mem_wmask [8];
            logic   [31:0]  mem_rdata [8];
            logic   [31:0]  mem_wdata [8];
            bit             error = 1'b0;
endinterface
package rv32i_types;
	localparam int ROB_DEPTH = 8;
	localparam int DATA_WIDTH = 32;
	localparam int SEQ_WIDTH = 32;
	typedef enum logic [6:0] {
		op_lui   = 7'b0110111,  
		op_auipc = 7'b0010111,  
		op_jal   = 7'b1101111,  
		op_jalr  = 7'b1100111,  
		op_br    = 7'b1100011,  
		op_load  = 7'b0000011,  
		op_store = 7'b0100011,  
		op_imm   = 7'b0010011,  
		op_reg   = 7'b0110011  
	} rv32i_op_t;
	typedef enum bit [2:0] {
		beq  = 3'b000,
		bne  = 3'b001,
		blt  = 3'b100,
		bge  = 3'b101,
		bltu = 3'b110,
		bgeu = 3'b111
	} branch_funct3_t;
	typedef enum bit [2:0] {
		lb  = 3'b000,
		lh  = 3'b001,
		lw  = 3'b010,
		lbu = 3'b100,
		lhu = 3'b101
	} load_funct3_t;
	typedef enum bit [2:0] {
		sb = 3'b000,
		sh = 3'b001,
		sw = 3'b010
	} store_funct3_t;
	typedef enum bit [2:0] {
		add  = 3'b000,  
		sll  = 3'b001,
		slt  = 3'b010,
		sltu = 3'b011,
		axor = 3'b100,
		sr   = 3'b101,  
		aor  = 3'b110,
		aand = 3'b111
	} arith_funct3_t;
	typedef enum logic [5:0] {
		reg_add		= 6'b000000,
		reg_sub		= 6'b000001,
		reg_sll		= 6'b000010,
		reg_xor		= 6'b000101,
		reg_srl		= 6'b000110,
		reg_sra		= 6'b000111,
		reg_or		= 6'b001000,
		reg_and		= 6'b001001,
		imm_addi	= 6'b001110,
		imm_xori	= 6'b010001,
		imm_ori		= 6'b010010,
		imm_andi	= 6'b010011,
		imm_slli	= 6'b010100,
		imm_srli	= 6'b010101,
		imm_srai	= 6'b010110,
		lui			= 6'b010111,
		auipc 		= 6'b011000,
		reg_mul		= 6'b001010,
		reg_mulh	= 6'b001011,
		reg_mulsu	= 6'b001100,
		reg_mulhu	= 6'b001101,
		imm_slti	= 6'b001111,
		imm_sltiu	= 6'b010000,
		reg_slt		= 6'b000011,
		reg_sltu	= 6'b000100,
		jal 		= 6'b011001,
		jalr 		= 6'b011010,
		br_beq		= 6'b011011,
		br_bne		= 6'b011100,
		br_blt		= 6'b011101,
		br_bge		= 6'b011110,
		br_bltu		= 6'b011111,
		br_bgeu		= 6'b100000
	}operation_t;
	typedef enum logic [1:0]{
		register    = 2'b0,
		immediate   = 2'b01,
		pc			= 2'b10,
		zero		= 2'b11
	}source_t;
	typedef enum logic [2:0]{
		alu    = 3'b000,
		mul    = 3'b001,
		mem    = 3'b010,
		div    = 3'b011,
		branch = 3'b100,
		ldst   = 3'b101,
		invalid= 3'b111
	}rs_types_t;
	typedef enum logic {
		taken  = 1'b1,
		not_taken = 1'b0
	}bp_t;
	typedef struct packed {
		logic	[31:0]	inst;
		logic	[31:0]	pc;
		logic 	[31:0]	pc_next;
		logic	[63:0]	order;
	} fetch_queue_t;
	typedef struct packed{
		logic   [63:0]  order;
		logic	[31:0]	inst;	 
		logic   [31:0]  pc;
		logic   [31:0]  pc_next;
		operation_t	operation; 
		logic   [4:0]   rs1;
		source_t        r1_select;
		logic   [4:0]   rs2;
		logic   [31:0]  imm2;
		source_t        r2_select;
		bp_t			bp_prediction;
		logic   [4:0]   rd;
	}decode_output_t;
	typedef struct packed{
		operation_t	operation;
		logic           rob1_en;  
		logic   [$clog2(ROB_DEPTH)-1:0]   rob1;
		logic   [31:0]  q1_data;
		logic           rob2_en;  
		logic   [$clog2(ROB_DEPTH)-1:0]   rob2;
		logic   [31:0]  q2_data;
		logic   [$clog2(ROB_DEPTH)-1:0]   rob_dest;
	}rs_t;
	typedef struct packed{
		operation_t	operation;
		logic           rob1_en;  
		logic   [$clog2(ROB_DEPTH)-1:0]   rob1;
		logic   [31:0]  q1_data;
		logic           rob2_en;  
		logic   [$clog2(ROB_DEPTH)-1:0]   rob2;
		logic   [31:0]  q2_data;
		logic   [$clog2(ROB_DEPTH)-1:0]   rob_dest;
		logic	[31:0]	pc;
		bp_t			bp_prediction;
	}rs_br_t;
	typedef struct packed{
		operation_t	operation;
		logic   [31:0]  q1_data;
		logic   [31:0]  q2_data;
		logic   [$clog2(ROB_DEPTH)-1:0]   rob_dest;
	}rs_alu_output_t;
	typedef struct packed{
		operation_t	operation;
		logic   [31:0]  q1_data;
		logic   [31:0]  q2_data;
		logic   [$clog2(ROB_DEPTH)-1:0]   rob_dest;
	}rs_mul_output_t;
	typedef struct packed{
		operation_t	operation;
		logic   [31:0]  q1_data;
		logic   [31:0]  q2_data;
		logic   [$clog2(ROB_DEPTH)-1:0]   rob_dest;
		logic   [31:0]   pc;
		bp_t			 bp_prediction;
	}rs_br_output_t;
	typedef struct packed{
		logic	[$clog2(ROB_DEPTH)-1:0]	 rob_entry;
		logic	[31:0]	rd_data;
		logic	[31:0]	rs1_data;
		logic	[31:0]	rs2_data;
		logic	[31:0]	mem_addr;
		logic 	[3:0]	mem_rmask;
		logic 	[3:0]	mem_wmask;
		logic 	[31:0]	mem_rdata;
		logic	[31:0]	mem_wdata;
	}cdb_t;
	typedef struct packed {
		logic 			ready;
		logic	[31:0]	inst;
		logic	[31:0]	pc;
		logic 	[31:0]	pc_next;
		logic	[63:0]	order;
		logic 	[4:0]	rd_addr;
		logic	[31:0]	rd_data;
		logic	[31:0]	rs1_data;
		logic	[31:0]	rs2_data;
		logic	[31:0]	mem_addr;
		logic 	[3:0]	mem_rmask;
		logic 	[3:0]	mem_wmask;
		logic 	[31:0]	mem_rdata;
		logic	[31:0]	mem_wdata;
	} rob_entry_t;
	typedef struct packed {
		logic 	[31:0]						inst;
		logic 	[SEQ_WIDTH-1:0]				seq;		 
		logic 	[31:0]						offset;      
		logic   [$clog2(ROB_DEPTH)-1:0]   	rob1;		 
		logic	[31:0]						base;		 
		logic								rob1_en;
		logic   [$clog2(ROB_DEPTH)-1:0]   	rob2;		 
		logic 	[31:0]						data;		 
		logic								rob2_en;
		logic   [$clog2(ROB_DEPTH)-1:0]   	rob_dest;    
		logic 	[31:0]						rd_data;
		logic	[31:0]						mem_addr;
		logic 	[3:0]						mem_rmask;
		logic 	[3:0]						mem_wmask;
		logic 	[31:0]						mem_rdata;
		logic	[31:0]						mem_wdata;
	} lsq_entry_t;
endpackage
module mp_cache_data_array(
    clk0,csb0,web0,wmask0,addr0,din0,dout0
  );
  parameter NUM_WMASKS = 32 ;
  parameter DATA_WIDTH = 256 ;
  parameter ADDR_WIDTH = 4 ;
  parameter RAM_DEPTH = 1 << ADDR_WIDTH;
  input  clk0;  
  input   csb0;  
  input  web0;  
  input [ADDR_WIDTH-1:0]  addr0;
  input [NUM_WMASKS-1:0]   wmask0;  
  input [DATA_WIDTH-1:0]  din0;
  output [DATA_WIDTH-1:0] dout0;
  reg [DATA_WIDTH-1:0]    mem [0:RAM_DEPTH-1];
  reg  web0_reg;
  reg [NUM_WMASKS-1:0]   wmask0_reg;
  reg [ADDR_WIDTH-1:0]  addr0_reg;
  reg [DATA_WIDTH-1:0]  din0_reg;
  reg [DATA_WIDTH-1:0]  dout0;
  always @(posedge clk0)
  begin
    if( !csb0 ) begin
      web0_reg <= web0;
      wmask0_reg <= wmask0;
      addr0_reg <= addr0;
      din0_reg <= din0;
    end
  end
  always @ (posedge clk0)
  begin : MEM_WRITE0
    if ( !web0_reg ) begin
        if (wmask0_reg[0])
                mem[addr0_reg][7:0] <= din0_reg[7:0];
        if (wmask0_reg[1])
                mem[addr0_reg][15:8] <= din0_reg[15:8];
        if (wmask0_reg[2])
                mem[addr0_reg][23:16] <= din0_reg[23:16];
        if (wmask0_reg[3])
                mem[addr0_reg][31:24] <= din0_reg[31:24];
        if (wmask0_reg[4])
                mem[addr0_reg][39:32] <= din0_reg[39:32];
        if (wmask0_reg[5])
                mem[addr0_reg][47:40] <= din0_reg[47:40];
        if (wmask0_reg[6])
                mem[addr0_reg][55:48] <= din0_reg[55:48];
        if (wmask0_reg[7])
                mem[addr0_reg][63:56] <= din0_reg[63:56];
        if (wmask0_reg[8])
                mem[addr0_reg][71:64] <= din0_reg[71:64];
        if (wmask0_reg[9])
                mem[addr0_reg][79:72] <= din0_reg[79:72];
        if (wmask0_reg[10])
                mem[addr0_reg][87:80] <= din0_reg[87:80];
        if (wmask0_reg[11])
                mem[addr0_reg][95:88] <= din0_reg[95:88];
        if (wmask0_reg[12])
                mem[addr0_reg][103:96] <= din0_reg[103:96];
        if (wmask0_reg[13])
                mem[addr0_reg][111:104] <= din0_reg[111:104];
        if (wmask0_reg[14])
                mem[addr0_reg][119:112] <= din0_reg[119:112];
        if (wmask0_reg[15])
                mem[addr0_reg][127:120] <= din0_reg[127:120];
        if (wmask0_reg[16])
                mem[addr0_reg][135:128] <= din0_reg[135:128];
        if (wmask0_reg[17])
                mem[addr0_reg][143:136] <= din0_reg[143:136];
        if (wmask0_reg[18])
                mem[addr0_reg][151:144] <= din0_reg[151:144];
        if (wmask0_reg[19])
                mem[addr0_reg][159:152] <= din0_reg[159:152];
        if (wmask0_reg[20])
                mem[addr0_reg][167:160] <= din0_reg[167:160];
        if (wmask0_reg[21])
                mem[addr0_reg][175:168] <= din0_reg[175:168];
        if (wmask0_reg[22])
                mem[addr0_reg][183:176] <= din0_reg[183:176];
        if (wmask0_reg[23])
                mem[addr0_reg][191:184] <= din0_reg[191:184];
        if (wmask0_reg[24])
                mem[addr0_reg][199:192] <= din0_reg[199:192];
        if (wmask0_reg[25])
                mem[addr0_reg][207:200] <= din0_reg[207:200];
        if (wmask0_reg[26])
                mem[addr0_reg][215:208] <= din0_reg[215:208];
        if (wmask0_reg[27])
                mem[addr0_reg][223:216] <= din0_reg[223:216];
        if (wmask0_reg[28])
                mem[addr0_reg][231:224] <= din0_reg[231:224];
        if (wmask0_reg[29])
                mem[addr0_reg][239:232] <= din0_reg[239:232];
        if (wmask0_reg[30])
                mem[addr0_reg][247:240] <= din0_reg[247:240];
        if (wmask0_reg[31])
                mem[addr0_reg][255:248] <= din0_reg[255:248];
    end
  end
  always @ (*)
  begin : MEM_READ0
    dout0 = mem[addr0_reg];
  end
endmodule
### flow/run.sh
#!/bin/bash
# OpenROAD 26Q1-2900-gdf79404cd8, Yosys 0.63+post, stock flow scripts
make -C /OpenROAD-flow-scripts/flow DESIGN_CONFIG=/design/flow/config.mk WORK_HOME=/design/flow/orfs finish
==> results.txt <==
Implementation results

The run finished with clean final reports. Per the synthesis report, the simple-gate share of the synthesized area is 0.02110. The number of remaining DRC errors is 0. Per the synthesis report, the AND-OR/OR-AND share of the synthesized area is 0.02541. The data required time at the worst endpoint is roughly 52 ns. Leaving out fill and tap cells, the most frequent cell in the layout is sky130_fd_sc_hd__edfxtp_1. Setup repair after global routing left no endpoint under its margin. The final layout reports a setup TNS of 0 ns.

The initial antenna violation count is 35. The cell count in the Yosys report is 7417. The TritonCTS clock tree is built. The fraction of the core area occupied by cells at floorplan is 0.5038. The cell sequence reported for the critical path is buf_12, buf_4, buf_4, buf_4, buf_4, mux4_2, a22oi_1, nand2_1, clkdlybuf4s50_1. The achievable frequency is about 51 MHz. TritonCTS created roughly 440 clock buffers. The site row count is around 210. The area share of the largest cell type after synthesis is 0.7978.

The post-synthesis cell count is 7417. The cell leakage power is around 60 nW. The cell family contributing the most delay on the critical path is buffers and inverters. The post-route worst hold slack is roughly 0.79 ns.

After clock tree synthesis, the flow added hold-fix buffers numbering 0. The register with the most flip-flops in the layout has around 4100 of them. Looking at the worst setup and hold paths, the clock pins of their registers show a slew of 0.06 ns. The number of maximum-capacitance violations recorded for the run is 0. During placement, the flow inserted port buffers numbering 550.

The sum of routed wire segments on met1 is ~130 mm. The via count of the first global-routing pass is 88100. The endpoint class of the critical path is a primary output. The arrival time of data at the critical path endpoint is 6.40 ns. The end of the worst register-to-register path is mem[2][63].

The worst ir drop on vdd is between 0.02 and 0.03 mV. The per-cell via count in the routed design is roughly 6. After synthesis, the largest family of logic cells by area is multiplexers. The die is 576.8 um wide.

The total overflow reported by the global router is 0. Pin placement for this block handled roughly 550 I/O pins. The worst reg-to-reg setup slack is 61.40 ns.

Counting flops with a built-in enable in the synthesized netlist gives between 4000 and 5000. The share of the clock period used by the worst path is 0.2983. The height of the die is 576.8 um. The pin closest to its max-slew limit shows a slew of 1.057 ns.

The first routing iteration left 4892 violations. The pin count of the biggest net entering global routing is around 95. The wire length per cell after detailed routing is 32.32 um. The wire length on met2 is ~200 mm. The minimum setup slack in the final design is 45.68 ns. For this run, the total global-route usage over all layers was measured as 0.2957. In this run the layout overhead on the synthesized area is reported as 16.26%.

The sort of element at the start of the critical path is a flop. The peak fanout along the critical path is about 83. The detailed-route via count is roughly 79000. The yosys-reported design area after synthesis is roughly 170000 um2. The clock latency of the later-clocked register in the worst-skew pair is just under 1 ns. For this run, the final setup violation count is recorded as 0. The startpoint identified for the worst register-to-register timing path is addr0_reg[1]. The number of register bits inferred by synthesis is approximately 4400. Summed over all layers, the routed wires come to 425.2 mm. Summing over the stages, the warning tally comes to 26.

The mapped netlist covers 165200 um2. The worst register-to-register path has a depth of 4. The amount of wire on met3 after detailed routing is around 78 mm.

The detailed router used layers up to and including met5. The detailed-router iteration count before antenna repair is 7. The first global-routing pass estimated between 600 and 700 mm of wire. After synthesis, the cell types taking the most area are sky130_fd_sc_hd__edfxtp_1, sky130_fd_sc_hd__mux4_2, sky130_fd_sc_hd__a22oi_1, sky130_fd_sc_hd__nor2_1, sky130_fd_sc_hd__mux2_2.

The library cells used most frequently in the layout, excluding fill and tap cells, are sky130_fd_sc_hd__edfxtp_1, sky130_fd_sc_hd__mux4_2, sky130_fd_sc_hd__clkdlybuf4s50_1. The total area inside the core boundary comes to approximately 330000 um2. The count of antenna-violating nets left after detailed routing is 0.

Counting pins that exceed their max-slew limit in the final report gives 0. The area fraction in xor and xnor cells is 0. Once layout is complete, the utilization of the core stands at 0.5857.

The minimum clock period after layout is between 15 and 20 ns. The capture point of the critical path was reported as dout0[76]. The cell-mix breakdown from Yosys lists the adder-cell area share as 0. The buffer and inverter count on the worst path is 6. The maximum level of the CTS H-tree is 5. For this design, the slowest cell found on the critical path is sky130_fd_sc_hd__buf_4. Prior to clock tree synthesis, the placed netlist has a worst setup slack of about 46 ns. In this design, the stage delay of the slowest critical-path cell is 0.73 ns.

Warnings reported by Yosys during synthesis add up to 1. STA reports the tightest min-delay check as being of type flop to flop. The post-synthesis cell type count is 29. The congestion estimate from routability-driven global placement came to 0.8448. The flip-flop cell with the highest count after synthesis is sky130_fd_sc_hd__edfxtp_1. Per the final timing report, the hold violations number 0.

The post-cts gate resize count is 0. The relative slew slack is 0.2924. The cell with the most instances on the worst path is sky130_fd_sc_hd__buf_4.

The critical path crosses 9 cells after its start point. The cell type with the largest total area after synthesis is sky130_fd_sc_hd__edfxtp_1. The full die area is between 300000 and 400000 um2. The average instance in the mapped netlist occupies ~22 um2. The final setup skew is 0.04571 ns. After synthesis, the share of cell area in mux cells is 0.1420. The maximum number of buffers from clock root to sink is 4. Of the synthesized area, sequential elements account for 0.7983. Summed over all nets, the half-perimeter wirelength after detailed placement is 257.2 mm. After synthesis, the share of flip-flops with an asynchronous set or reset is 0.

The number of sinks on the clock net is 4393. The share of layout cells above drive strength 1 is 0.2527. The launch point of the worst min-delay path is recorded as din0_reg[23]. The number of post-CTS setup repair buffers is 0. Per the summary, power density relative to cell area is roughly 32 nW/um2. The root buffer cell chosen for the clock tree is sky130_fd_sc_hd__clkbuf_16.

The worst setup path is of the flop to primary output kind.
through the flow:
stage / area (um2) / instances / total power [mW]
after floorplan: 165200 / 7417 / 3.545
after global placement: 178000 / 12330 / 3.795
after detailed placement: 178000 / 12330 / 3.802
after CTS: 192000 / 13140 / 6.245
after global routing: 192100 / 13150 / 6.386
final: 192100 / 13160 / 6.192
power by group:
| group | switching (mW) | total (mW) | internal [mW] |
|---|---|---|---|
| Combinational | 0.253 | 0.466 | 0.213 |
| Sequential | 0.0676 | 3.27 | 3.20 |
| Clock | 1.05 | 2.46 | 1.41 |
| Total | 1.37 | 6.19 | 4.82 |
worst min path at each step:
stage | to | slack (ns) | depth (start not counted)
CTS | mem[15][179] | 0.79 | 0
global route | mem[12][179] | 0.83 | 0
finish | mem[10][23] | 0.79 | 0
synth_stat cells, drive strengths merged (40+ instances only):
library cell     n
mux4           940
nand2b          55
a22oi          409
mux2           143
nand2          188
nor2b           65
o21ai           40
o221ai          54
edfxtp        4389
mux2i           68
clkbuf         275
buf            198
nor2           522
kinds of logic after synthesis:
group                  count (synthesis)
AND/OR/NAND/NOR                      842
flip-flops                          4393
AND-OR/OR-AND                        557
buffers and inverters                474
multiplexers                        1151
metal layers:
metal / vias to the layer above / track usage
li1: 33100 / -
met1: 39570 / 0.3786
met2: 5296 / 0.4215
met3: 771 / 0.2292
met4: 66 / 0.07210
met5: - / 0.02683
worst register-to-register path, stage by stage, from the launching register on:
cell and delay (ns):
sky130_fd_sc_hd__edfxtp_1 0.61, sky130_fd_sc_hd__nor2b_1 0.66, sky130_fd_sc_hd__nand2_4 0.62, sky130_fd_sc_hd__buf_4 0.56
sky130_fd_sc_hd__nor2_1 0.86
cell type report:
cell class | instances | area (um2)
diodes | 17 | 42.54
clock buffers | 540 | 11490
clock inverters | 269 | 2500
fillers | 22860 | 135800
inverters | 1 | 11.26
multi-input cells | 2550 | 31380
flip-flops and latches | 4393 | 131900
well taps | 4346 | 5438
repair buffers | 1039 | 9314
Power and IR drop assume default switching activity.
