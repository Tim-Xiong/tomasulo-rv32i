## flow/config.mk

```make
export PLATFORM = sky130hd
export DESIGN_NAME = data_handler
export DESIGN_NICKNAME = data_handler
export VERILOG_FILES = /design/flow/design.v
export SDC_FILE = /design/flow/constraint.sdc
export NUM_CORES = 4
export LEC_CHECK = 1
export CORE_AREA = 10 10 380 380
export DIE_AREA = 0 0 390 390
```

## flow/constraint.sdc

```tcl
current_design data_handler

set clk_period 25.6
set clk_io_pct 0.2

create_clock -name clk0 -period $clk_period

set non_clock_inputs [all_inputs -no_clocks]
set_input_delay [expr $clk_period * $clk_io_pct] -clock clk0 $non_clock_inputs
set_output_delay [expr $clk_period * $clk_io_pct] -clock clk0 [all_outputs]
```

## flow/design.v

```verilog
interface mem_itf(
    input   bit         clk,
    input   bit         rst
);
    logic   [31:0]      addr;
    logic   [3:0]       rmask;
    logic   [3:0]       wmask;
    logic   [31:0]      rdata;
    logic   [31:0]      wdata;
    logic               resp;
    bit                 error = 1'b0;
    modport dut (
        input           clk,
        input           rst,
        output          addr,
        output          rmask,
        output          wmask,
        input           rdata,
        output          wdata,
        input           resp
    );
    modport mem (
        input           clk,
        input           rst,
        input           addr,
        input           rmask,
        input           wmask,
        output          rdata,
        input           wdata,
        output          resp,
        output          error
    );
    modport mon (
        input           clk,
        input           rst,
        input           addr,
        input           rmask,
        input           wmask,
        input           rdata,
        input           wdata,
        input           resp,
        output          error
    );
endinterface
interface mon_itf(
    input   bit             clk,
    input   bit             rst
);
            logic           valid [8];
            logic   [63:0]  order [8];
            logic   [31:0]  inst [8];
            logic           halt [8];
            logic   [4:0]   rs1_addr [8];
            logic   [4:0]   rs2_addr [8];
            logic   [31:0]  rs1_rdata [8];
            logic   [31:0]  rs2_rdata [8];
            logic   [4:0]   rd_addr [8];
            logic   [31:0]  rd_wdata [8];
            logic   [31:0]  pc_rdata [8];
            logic   [31:0]  pc_wdata [8];
            logic   [31:0]  mem_addr [8];
            logic   [3:0]   mem_rmask [8];
            logic   [3:0]   mem_wmask [8];
            logic   [31:0]  mem_rdata [8];
            logic   [31:0]  mem_wdata [8];
            bit             error = 1'b0;
endinterface
package rv32i_types;
	localparam int ROB_DEPTH = 8;
	localparam int DATA_WIDTH = 32;
	localparam int SEQ_WIDTH = 32;
	typedef enum logic [6:0] {
		op_lui   = 7'b0110111,  
		op_auipc = 7'b0010111,  
		op_jal   = 7'b1101111,  
		op_jalr  = 7'b1100111,  
		op_br    = 7'b1100011,  
		op_load  = 7'b0000011,  
		op_store = 7'b0100011,  
		op_imm   = 7'b0010011,  
		op_reg   = 7'b0110011  
	} rv32i_op_t;
	typedef enum bit [2:0] {
		beq  = 3'b000,
		bne  = 3'b001,
		blt  = 3'b100,
		bge  = 3'b101,
		bltu = 3'b110,
		bgeu = 3'b111
	} branch_funct3_t;
	typedef enum bit [2:0] {
		lb  = 3'b000,
		lh  = 3'b001,
		lw  = 3'b010,
		lbu = 3'b100,
		lhu = 3'b101
	} load_funct3_t;
	typedef enum bit [2:0] {
		sb = 3'b000,
		sh = 3'b001,
		sw = 3'b010
	} store_funct3_t;
	typedef enum bit [2:0] {
		add  = 3'b000,  
		sll  = 3'b001,
		slt  = 3'b010,
		sltu = 3'b011,
		axor = 3'b100,
		sr   = 3'b101,  
		aor  = 3'b110,
		aand = 3'b111
	} arith_funct3_t;
	typedef enum logic [5:0] {
		reg_add		= 6'b000000,
		reg_sub		= 6'b000001,
		reg_sll		= 6'b000010,
		reg_xor		= 6'b000101,
		reg_srl		= 6'b000110,
		reg_sra		= 6'b000111,
		reg_or		= 6'b001000,
		reg_and		= 6'b001001,
		imm_addi	= 6'b001110,
		imm_xori	= 6'b010001,
		imm_ori		= 6'b010010,
		imm_andi	= 6'b010011,
		imm_slli	= 6'b010100,
		imm_srli	= 6'b010101,
		imm_srai	= 6'b010110,
		lui			= 6'b010111,
		auipc 		= 6'b011000,
		reg_mul		= 6'b001010,
		reg_mulh	= 6'b001011,
		reg_mulsu	= 6'b001100,
		reg_mulhu	= 6'b001101,
		imm_slti	= 6'b001111,
		imm_sltiu	= 6'b010000,
		reg_slt		= 6'b000011,
		reg_sltu	= 6'b000100,
		jal 		= 6'b011001,
		jalr 		= 6'b011010,
		br_beq		= 6'b011011,
		br_bne		= 6'b011100,
		br_blt		= 6'b011101,
		br_bge		= 6'b011110,
		br_bltu		= 6'b011111,
		br_bgeu		= 6'b100000
	}operation_t;
	typedef enum logic [1:0]{
		register    = 2'b0,
		immediate   = 2'b01,
		pc			= 2'b10,
		zero		= 2'b11
	}source_t;
	typedef enum logic [2:0]{
		alu    = 3'b000,
		mul    = 3'b001,
		mem    = 3'b010,
		div    = 3'b011,
		branch = 3'b100,
		ldst   = 3'b101,
		invalid= 3'b111
	}rs_types_t;
	typedef enum logic {
		taken  = 1'b1,
		not_taken = 1'b0
	}bp_t;
	typedef struct packed {
		logic	[31:0]	inst;
		logic	[31:0]	pc;
		logic 	[31:0]	pc_next;
		logic	[63:0]	order;
	} fetch_queue_t;
	typedef struct packed{
		logic   [63:0]  order;
		logic	[31:0]	inst;	 
		logic   [31:0]  pc;
		logic   [31:0]  pc_next;
		operation_t	operation; 
		logic   [4:0]   rs1;
		source_t        r1_select;
		logic   [4:0]   rs2;
		logic   [31:0]  imm2;
		source_t        r2_select;
		bp_t			bp_prediction;
		logic   [4:0]   rd;
	}decode_output_t;
	typedef struct packed{
		operation_t	operation;
		logic           rob1_en;  
		logic   [$clog2(ROB_DEPTH)-1:0]   rob1;
		logic   [31:0]  q1_data;
		logic           rob2_en;  
		logic   [$clog2(ROB_DEPTH)-1:0]   rob2;
		logic   [31:0]  q2_data;
		logic   [$clog2(ROB_DEPTH)-1:0]   rob_dest;
	}rs_t;
	typedef struct packed{
		operation_t	operation;
		logic           rob1_en;  
		logic   [$clog2(ROB_DEPTH)-1:0]   rob1;
		logic   [31:0]  q1_data;
		logic           rob2_en;  
		logic   [$clog2(ROB_DEPTH)-1:0]   rob2;
		logic   [31:0]  q2_data;
		logic   [$clog2(ROB_DEPTH)-1:0]   rob_dest;
		logic	[31:0]	pc;
		bp_t			bp_prediction;
	}rs_br_t;
	typedef struct packed{
		operation_t	operation;
		logic   [31:0]  q1_data;
		logic   [31:0]  q2_data;
		logic   [$clog2(ROB_DEPTH)-1:0]   rob_dest;
	}rs_alu_output_t;
	typedef struct packed{
		operation_t	operation;
		logic   [31:0]  q1_data;
		logic   [31:0]  q2_data;
		logic   [$clog2(ROB_DEPTH)-1:0]   rob_dest;
	}rs_mul_output_t;
	typedef struct packed{
		operation_t	operation;
		logic   [31:0]  q1_data;
		logic   [31:0]  q2_data;
		logic   [$clog2(ROB_DEPTH)-1:0]   rob_dest;
		logic   [31:0]   pc;
		bp_t			 bp_prediction;
	}rs_br_output_t;
	typedef struct packed{
		logic	[$clog2(ROB_DEPTH)-1:0]	 rob_entry;
		logic	[31:0]	rd_data;
		logic	[31:0]	rs1_data;
		logic	[31:0]	rs2_data;
		logic	[31:0]	mem_addr;
		logic 	[3:0]	mem_rmask;
		logic 	[3:0]	mem_wmask;
		logic 	[31:0]	mem_rdata;
		logic	[31:0]	mem_wdata;
	}cdb_t;
	typedef struct packed {
		logic 			ready;
		logic	[31:0]	inst;
		logic	[31:0]	pc;
		logic 	[31:0]	pc_next;
		logic	[63:0]	order;
		logic 	[4:0]	rd_addr;
		logic	[31:0]	rd_data;
		logic	[31:0]	rs1_data;
		logic	[31:0]	rs2_data;
		logic	[31:0]	mem_addr;
		logic 	[3:0]	mem_rmask;
		logic 	[3:0]	mem_wmask;
		logic 	[31:0]	mem_rdata;
		logic	[31:0]	mem_wdata;
	} rob_entry_t;
	typedef struct packed {
		logic 	[31:0]						inst;
		logic 	[SEQ_WIDTH-1:0]				seq;		 
		logic 	[31:0]						offset;      
		logic   [$clog2(ROB_DEPTH)-1:0]   	rob1;		 
		logic	[31:0]						base;		 
		logic								rob1_en;
		logic   [$clog2(ROB_DEPTH)-1:0]   	rob2;		 
		logic 	[31:0]						data;		 
		logic								rob2_en;
		logic   [$clog2(ROB_DEPTH)-1:0]   	rob_dest;    
		logic 	[31:0]						rd_data;
		logic	[31:0]						mem_addr;
		logic 	[3:0]						mem_rmask;
		logic 	[3:0]						mem_wmask;
		logic 	[31:0]						mem_rdata;
		logic	[31:0]						mem_wdata;
	} lsq_entry_t;
endpackage
module data_handler #(
    parameter int WAYS = 4,      
    parameter int DATA_WIDTH = 256,   
    parameter int OFFSET_WIDTH = 5,
    parameter int MASK_WIDTH = DATA_WIDTH / 8  
)
(
    input   logic [DATA_WIDTH-1:0]      cache_data,  
	input	logic [31:0]				ufp_wdata,	 
    input   logic [OFFSET_WIDTH-1:0]    offset,
    input   logic [3:0]                	ufp_wmask,
	input 	logic 						read,
	input 	logic 						write,
	input 	logic 						hit,
	output  logic [MASK_WIDTH-1:0]      wmask,
	output  logic           			ufp_resp,
	output  logic [31:0]  				ufp_rdata, 
	output	logic [DATA_WIDTH-1:0]		cache_data_write
);
	always_comb begin
		ufp_resp			= 1'b0;
		ufp_rdata 			= 32'bx;
		wmask 				= 'b0;
		cache_data_write	= cache_data;
		if (hit && read) begin
			ufp_rdata = cache_data[offset*8 +:32];  
			ufp_resp  = 1'b1;
		end else if (hit && write) begin
			wmask = {MASK_WIDTH{1'b1}};
			for (int unsigned i = 0; i < 4; ++i) begin
				if (ufp_wmask[i]) begin
					cache_data_write[(offset+i)*8+:8] = ufp_wdata[i*8+:8]; 
				end
			end
			ufp_resp  = 1'b1;
		end
	end
endmodule
```

## flow/run.sh

```bash
#!/bin/bash
# OpenROAD 26Q1-2900-gdf79404cd8, Yosys 0.63+post, stock flow scripts
make -C /OpenROAD-flow-scripts/flow DESIGN_CONFIG=/design/flow/config.mk WORK_HOME=/design/flow/orfs finish
```

==> results.txt <==
fresh numbers from the pnr run: post-CTS setup buffer count=0, max_slew headroom=0.181, Commonest Layout Cell=clkdlybuf4s50_1, first-pass GRT wire length=324,000 um, Power Internal=0.000267 W, Mean Syn Cell Area=7.17 sq um, RD Place Congestion=1.11, Via Count=34,300, Hold Startpoint=ufp_wdata[22], count of final setup violators=0, Net Sw Frac=0.635, Detailed Route WL=255,000 um, max cap viols=0, Top area cell types=mux2i_1 (19%), mux4_2 (13%), mux2_2 (7.7%), nand2_1 (6.0%), o21ai_0 (4.8%), Worst Path Required=20.48 ns, drt pass-1 iters=8, clock buffer count=0, wire per inst=46.7 um, 1st-iter DRT viols=4,994, distinct lib cells=91, vias in the first global route=31,300, setup TNS=0 ns, CP delay by family, top=buffers and inverters, Max Clock Freq=61.3 MHz, OpenROAD warning count=39, CP startpoint=offset[2], CP Launch Type=input pin, Final WS setup=9.29 ns, Worst-Margin Slew=1.22 ns, hold buffer count at CTS=0, crit-path cells=buf_4 > buf_4 > buf_4 > nor2b_1 > and2_1 > ha_1 > nand2_1 > or2_2 > nor3_2 > mux2_2 > mux2_2 > mux2i_1 > a221oi_1 > clkdlybuf4s50_1, synthesized area=22,800 sq um, All-Layer GR Usage=0.322, Die X=390 um, Critical Path AT=11.19 ns, die area=152,000 sq um, die height=390 um, worst-path fanout max=48, layout cells sized above 1=0.167, largest net degree at the start of global routing=82, post-layout util=0.231, post-layout period usage=0.637, CP most frequent cell=buf_4, crit end category=output pin, Final min period=16.31 ns, Yosys warnings=1, Mapped Cells=3,171, Chip Area, Yosys=22,800 sq um, total gr overflow=0, Hold WC Path Type=input pin to output pin, cell count listed in synth_stat.txt=3,171, PortBufs=621, Pleak=10.8 nW, most frequent cells in the layout=clkdlybuf4s50_1 (611), mux2i_1 (421), nand2_1 (366), FP Rows=135, max-slew violation count=0, status=finished, final reports clean, Core Density at Floorplan=0.168, initial antenna violation count=57, RSZ-0062 raised after global routing=no, area share, top type=0.186, Setup WS pre-CTS=9.55 ns, worst path bufs/invs=4, slowest cell on the critical path=nor3_2, worst setup path class=input pin to output pin, power per cell area=23.3 nW/um^2, sequential cell area=0 sq um, NetSw=0.000464 W, vias per cell=6.29, Flops=0, Synth-to-Final Area Change=37.8%, total core area=136,000 sq um, Max IR drop VDD=0.0000134 V, post-synth top area cell=mux2i_1, Seq/Total Area, Yosys=0, final hold vios=0, PostCTS Resize Cnt=0, DRC viols=0, largest stage delay on the critical path=0.73 ns, boundary pin count=621, final antenna-violating net count=0, dpl hpwl=204,000 um
==> metal layers <==
metal / part of all wire / global-route usage
met1: 0.38 / 0.393
met2: 0.39 / 0.443
met3: 0.18 / 0.210
met4: 0.052 / 0.126
met5: 0.0028 / 0.0108
==> cell usage after synthesis (9+ instances only) <==
master and number:
a31oi_1 78, o31ai_1 11, o22ai_1 86, buf_4 38
or4_1 44, nand2_1 366, o2111ai_1 10, or3_1 14
or2_2 10, buf_2 59, nand4_1 32, and2_1 22
nor2_1 272, o211ai_1 69, nor4_2 16, ha_1 13
nand3_1 47, a211oi_1 44, a21oi_1 192, o21ai_0 216
nand2b_1 23, nor2b_1 29, o32ai_1 17, a22oi_1 14
and3_1 12, a2bb2oi_1 10, mux2_2 155, mux2i_1 422
nor3_1 92, buf_1 38, nor4_1 18, o221ai_1 56
a2111oi_0 9, clkbuf_1 232, inv_1 22, a221oi_1 69
mux4_2 129, a211o_1 17, nor3_2 17
==> worst paths after layout <==
check	to	slack (ns)	cells past startpoint
min	cache_data_write[134]	11.21	4
max	cache_data_write[98]	9.29	14
==> logic make-up (layout without fill, tap and decap cells) <==
group | Yosys count | in the layout | share of synthesized area
buffers and inverters | 396 | 869 | 0.0765
other | 0 | 36 | 0
AOI/OAI and AO/OA | 991 | 991 | 0.290
adders and majority gates | 13 | 13 | 0.00715
xor gates and xnor gates | 16 | 16 | 0.00836
muxes | 707 | 707 | 0.391
and+or+nand+nor | 1048 | 1048 | 0.227
==> per-stage QoR <==
step | hold WS, ns | std cells | area (sq um) | total power [W]
2_1_floorplan | 10.29 | 3171 | 22800 | 0.000284
5_1_grt | 11.21 | 5429 | 31300 | 0.000739
4_1_cts | 11.21 | 5425 | 31300 | 0.000699
3_3_place_gp | 11.20 | 5425 | 31300 | 0.000699
6_report | 11.21 | 5461 | 31400 | 0.000730
3_5_place_dp | 11.21 | 5425 | 31300 | 0.000695
==> tightest hold or removal path, stage by stage <==
cell	delay (ns)
buf_2	0.26
nor2_1	0.15
a2111oi_0	0.10
clkdlybuf4s50_1	0.42
==> final cells by class <==
| cell class | instances | area (sq um) |
|---|---|---|
| Antenna cell | 36 | 90.1 |
| Fill cell | 15200 | 104000 |
| Inverter | 24 | 97.6 |
| Multi-Input combinational cell | 2775 | 21100 |
| Tap cell | 1781 | 2230 |
| Timing Repair Buffer | 845 | 7890 |
Power is estimated from default activity; no workload was simulated.
