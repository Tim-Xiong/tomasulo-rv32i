## design/flow/run.sh

```bash
#!/bin/bash
# OpenROAD 26Q1-2900-gdf79404cd8, Yosys 0.63+post, stock flow scripts
make -C /OpenROAD-flow-scripts/flow DESIGN_CONFIG=/design/flow/config.mk WORK_HOME=/design/flow/orfs finish
```

## design/flow/config.mk

```make
export PLATFORM = sky130hd
export DESIGN_NAME = mp_cache_tag_array
export DESIGN_NICKNAME = mp_cache_tag_array
export VERILOG_FILES = /design/flow/design.v
export SDC_FILE = /design/flow/constraint.sdc
export NUM_CORES = 4
export LEC_CHECK = 1
export CORE_UTILIZATION = 30
```

## design/flow/constraint.sdc

```tcl
current_design mp_cache_tag_array

set clk_period 9.3
set clk_io_pct 0.2

create_clock -name clk0 -period $clk_period [get_ports {clk0}]

set non_clock_inputs [all_inputs -no_clocks]
set_input_delay [expr $clk_period * $clk_io_pct] -clock clk0 $non_clock_inputs
set_output_delay [expr $clk_period * $clk_io_pct] -clock clk0 [all_outputs]
```

## design/flow/design.v

```verilog
interface mem_itf(
    input   bit         clk,
    input   bit         rst
);
    logic   [31:0]      addr;
    logic   [3:0]       rmask;
    logic   [3:0]       wmask;
    logic   [31:0]      rdata;
    logic   [31:0]      wdata;
    logic               resp;
    bit                 error = 1'b0;
    modport dut (
        input           clk,
        input           rst,
        output          addr,
        output          rmask,
        output          wmask,
        input           rdata,
        output          wdata,
        input           resp
    );
    modport mem (
        input           clk,
        input           rst,
        input           addr,
        input           rmask,
        input           wmask,
        output          rdata,
        input           wdata,
        output          resp,
        output          error
    );
    modport mon (
        input           clk,
        input           rst,
        input           addr,
        input           rmask,
        input           wmask,
        input           rdata,
        input           wdata,
        input           resp,
        output          error
    );
endinterface
interface mon_itf(
    input   bit             clk,
    input   bit             rst
);
            logic           valid [8];
            logic   [63:0]  order [8];
            logic   [31:0]  inst [8];
            logic           halt [8];
            logic   [4:0]   rs1_addr [8];
            logic   [4:0]   rs2_addr [8];
            logic   [31:0]  rs1_rdata [8];
            logic   [31:0]  rs2_rdata [8];
            logic   [4:0]   rd_addr [8];
            logic   [31:0]  rd_wdata [8];
            logic   [31:0]  pc_rdata [8];
            logic   [31:0]  pc_wdata [8];
            logic   [31:0]  mem_addr [8];
            logic   [3:0]   mem_rmask [8];
            logic   [3:0]   mem_wmask [8];
            logic   [31:0]  mem_rdata [8];
            logic   [31:0]  mem_wdata [8];
            bit             error = 1'b0;
endinterface
package rv32i_types;
	localparam int ROB_DEPTH = 8;
	localparam int DATA_WIDTH = 32;
	localparam int SEQ_WIDTH = 32;
	typedef enum logic [6:0] {
		op_lui   = 7'b0110111,  
		op_auipc = 7'b0010111,  
		op_jal   = 7'b1101111,  
		op_jalr  = 7'b1100111,  
		op_br    = 7'b1100011,  
		op_load  = 7'b0000011,  
		op_store = 7'b0100011,  
		op_imm   = 7'b0010011,  
		op_reg   = 7'b0110011  
	} rv32i_op_t;
	typedef enum bit [2:0] {
		beq  = 3'b000,
		bne  = 3'b001,
		blt  = 3'b100,
		bge  = 3'b101,
		bltu = 3'b110,
		bgeu = 3'b111
	} branch_funct3_t;
	typedef enum bit [2:0] {
		lb  = 3'b000,
		lh  = 3'b001,
		lw  = 3'b010,
		lbu = 3'b100,
		lhu = 3'b101
	} load_funct3_t;
	typedef enum bit [2:0] {
		sb = 3'b000,
		sh = 3'b001,
		sw = 3'b010
	} store_funct3_t;
	typedef enum bit [2:0] {
		add  = 3'b000,  
		sll  = 3'b001,
		slt  = 3'b010,
		sltu = 3'b011,
		axor = 3'b100,
		sr   = 3'b101,  
		aor  = 3'b110,
		aand = 3'b111
	} arith_funct3_t;
	typedef enum logic [5:0] {
		reg_add		= 6'b000000,
		reg_sub		= 6'b000001,
		reg_sll		= 6'b000010,
		reg_xor		= 6'b000101,
		reg_srl		= 6'b000110,
		reg_sra		= 6'b000111,
		reg_or		= 6'b001000,
		reg_and		= 6'b001001,
		imm_addi	= 6'b001110,
		imm_xori	= 6'b010001,
		imm_ori		= 6'b010010,
		imm_andi	= 6'b010011,
		imm_slli	= 6'b010100,
		imm_srli	= 6'b010101,
		imm_srai	= 6'b010110,
		lui			= 6'b010111,
		auipc 		= 6'b011000,
		reg_mul		= 6'b001010,
		reg_mulh	= 6'b001011,
		reg_mulsu	= 6'b001100,
		reg_mulhu	= 6'b001101,
		imm_slti	= 6'b001111,
		imm_sltiu	= 6'b010000,
		reg_slt		= 6'b000011,
		reg_sltu	= 6'b000100,
		jal 		= 6'b011001,
		jalr 		= 6'b011010,
		br_beq		= 6'b011011,
		br_bne		= 6'b011100,
		br_blt		= 6'b011101,
		br_bge		= 6'b011110,
		br_bltu		= 6'b011111,
		br_bgeu		= 6'b100000
	}operation_t;
	typedef enum logic [1:0]{
		register    = 2'b0,
		immediate   = 2'b01,
		pc			= 2'b10,
		zero		= 2'b11
	}source_t;
	typedef enum logic [2:0]{
		alu    = 3'b000,
		mul    = 3'b001,
		mem    = 3'b010,
		div    = 3'b011,
		branch = 3'b100,
		ldst   = 3'b101,
		invalid= 3'b111
	}rs_types_t;
	typedef enum logic {
		taken  = 1'b1,
		not_taken = 1'b0
	}bp_t;
	typedef struct packed {
		logic	[31:0]	inst;
		logic	[31:0]	pc;
		logic 	[31:0]	pc_next;
		logic	[63:0]	order;
	} fetch_queue_t;
	typedef struct packed{
		logic   [63:0]  order;
		logic	[31:0]	inst;	 
		logic   [31:0]  pc;
		logic   [31:0]  pc_next;
		operation_t	operation; 
		logic   [4:0]   rs1;
		source_t        r1_select;
		logic   [4:0]   rs2;
		logic   [31:0]  imm2;
		source_t        r2_select;
		bp_t			bp_prediction;
		logic   [4:0]   rd;
	}decode_output_t;
	typedef struct packed{
		operation_t	operation;
		logic           rob1_en;  
		logic   [$clog2(ROB_DEPTH)-1:0]   rob1;
		logic   [31:0]  q1_data;
		logic           rob2_en;  
		logic   [$clog2(ROB_DEPTH)-1:0]   rob2;
		logic   [31:0]  q2_data;
		logic   [$clog2(ROB_DEPTH)-1:0]   rob_dest;
	}rs_t;
	typedef struct packed{
		operation_t	operation;
		logic           rob1_en;  
		logic   [$clog2(ROB_DEPTH)-1:0]   rob1;
		logic   [31:0]  q1_data;
		logic           rob2_en;  
		logic   [$clog2(ROB_DEPTH)-1:0]   rob2;
		logic   [31:0]  q2_data;
		logic   [$clog2(ROB_DEPTH)-1:0]   rob_dest;
		logic	[31:0]	pc;
		bp_t			bp_prediction;
	}rs_br_t;
	typedef struct packed{
		operation_t	operation;
		logic   [31:0]  q1_data;
		logic   [31:0]  q2_data;
		logic   [$clog2(ROB_DEPTH)-1:0]   rob_dest;
	}rs_alu_output_t;
	typedef struct packed{
		operation_t	operation;
		logic   [31:0]  q1_data;
		logic   [31:0]  q2_data;
		logic   [$clog2(ROB_DEPTH)-1:0]   rob_dest;
	}rs_mul_output_t;
	typedef struct packed{
		operation_t	operation;
		logic   [31:0]  q1_data;
		logic   [31:0]  q2_data;
		logic   [$clog2(ROB_DEPTH)-1:0]   rob_dest;
		logic   [31:0]   pc;
		bp_t			 bp_prediction;
	}rs_br_output_t;
	typedef struct packed{
		logic	[$clog2(ROB_DEPTH)-1:0]	 rob_entry;
		logic	[31:0]	rd_data;
		logic	[31:0]	rs1_data;
		logic	[31:0]	rs2_data;
		logic	[31:0]	mem_addr;
		logic 	[3:0]	mem_rmask;
		logic 	[3:0]	mem_wmask;
		logic 	[31:0]	mem_rdata;
		logic	[31:0]	mem_wdata;
	}cdb_t;
	typedef struct packed {
		logic 			ready;
		logic	[31:0]	inst;
		logic	[31:0]	pc;
		logic 	[31:0]	pc_next;
		logic	[63:0]	order;
		logic 	[4:0]	rd_addr;
		logic	[31:0]	rd_data;
		logic	[31:0]	rs1_data;
		logic	[31:0]	rs2_data;
		logic	[31:0]	mem_addr;
		logic 	[3:0]	mem_rmask;
		logic 	[3:0]	mem_wmask;
		logic 	[31:0]	mem_rdata;
		logic	[31:0]	mem_wdata;
	} rob_entry_t;
	typedef struct packed {
		logic 	[31:0]						inst;
		logic 	[SEQ_WIDTH-1:0]				seq;		 
		logic 	[31:0]						offset;      
		logic   [$clog2(ROB_DEPTH)-1:0]   	rob1;		 
		logic	[31:0]						base;		 
		logic								rob1_en;
		logic   [$clog2(ROB_DEPTH)-1:0]   	rob2;		 
		logic 	[31:0]						data;		 
		logic								rob2_en;
		logic   [$clog2(ROB_DEPTH)-1:0]   	rob_dest;    
		logic 	[31:0]						rd_data;
		logic	[31:0]						mem_addr;
		logic 	[3:0]						mem_rmask;
		logic 	[3:0]						mem_wmask;
		logic 	[31:0]						mem_rdata;
		logic	[31:0]						mem_wdata;
	} lsq_entry_t;
endpackage
module mp_cache_tag_array(
    clk0,csb0,web0,addr0,din0,dout0
  );
  parameter DATA_WIDTH = 24 ;
  parameter ADDR_WIDTH = 4 ;
  parameter RAM_DEPTH = 1 << ADDR_WIDTH;
  input  clk0;  
  input   csb0;  
  input  web0;  
  input [ADDR_WIDTH-1:0]  addr0;
  input [DATA_WIDTH-1:0]  din0;
  output [DATA_WIDTH-1:0] dout0;
  reg [DATA_WIDTH-1:0]    mem [0:RAM_DEPTH-1];
  reg  web0_reg;
  reg [ADDR_WIDTH-1:0]  addr0_reg;
  reg [DATA_WIDTH-1:0]  din0_reg;
  reg [DATA_WIDTH-1:0]  dout0;
  always @(posedge clk0)
  begin
    if( !csb0 ) begin
      web0_reg <= web0;
      addr0_reg <= addr0;
      din0_reg <= din0;
    end
  end
  always @ (posedge clk0)
  begin : MEM_WRITE0
    if ( !web0_reg ) begin
        mem[addr0_reg][23:0] <= din0_reg[23:0];
    end
  end
  always @ (*)
  begin : MEM_READ0
    dout0 = mem[addr0_reg];
  end
endmodule
```

==> impl_metrics.py <==
# Flow results
metrics = {
    "timing": {
        "clock.fmax_mhz": 183,
        "slew_headroom_pct": 52.9,
        "finalSetupTns_ps": 0,
        "rsz0062_at_grt": "no",
        "skew_ps": 19.4,
        "fin_crit_sh_pct": 58.8,
        "setup_ws_ps": 3830,
        "finalSetupViolCount": 0,
        "maxSlewViolCount": 0,
        "max_slew.worst_pin.slew_ps": 706,
        "fin_crit_ps": 5470,
        "finalHoldViolations": 0,
    },
    "global_route": {
        "track_usage_pct": 13.8,
        "grt_max_degree": 39,
        "antenna_found_initial": 0,
        "grt_pass1_vias": 7783,
        "gr-total-overflow": 0,
        "grt_pass1_wl_mm": 49.2,
    },
    "floorplan": {
        "initial_utilization_pct": 30.6,
        "rows": 82,
        "chip_area_mm2": 0.0524,
        "io_pins": 55,
        "die_h_um": 229,
        "core-area_mm2": 0.0505,
        "die_width_um": 229,
    },
    "synthesis": {
        "synth_cell_types": 19,
        "common_cells": "edfxtp_1 (413), mux4_2 (96), a22oi_1 (48)",
        "yosys_cells": 651,
        "ys_seq_share_pct": 80.8,
        "avgSynthCellArea_um2": 23.7,
        "ys_sh_mux_pct": 14.3,
        "yosysTopAreaCell": "edfxtp_1",
        "logic_family": "multiplexers",
        "yosysChipArea_mm2": 0.0155,
        "xor_area_share_pct": 0,
        "top_area_share_pct": 80.2,
        "syn_inst": 651,
        "ys_sh_simple_pct": 1.45,
        "ys_sh_aoi_pct": 2.33,
        "topCellsByArea": "edfxtp_1 (80%), mux4_2 (14%), a22oi_1 (2.3%), nand2_1 (0.63%), dfxtp_1 (0.52%)",
        "edf_count": 413,
        "numSynthFlops": 417,
        "post-synth-top-count-cell": "edfxtp_1",
        "postSynth.asyncResetShare_pct": 0,
        "syn-cell-area_mm2": 0.0155,
        "yosys_warnings": 1,
        "adder_share_pct": 0,
        "flop_cell": "edfxtp_1",
    },
    "layout": {
        "regArea_mm2": 0.0125,
        "combGateArea_mm2": 0.00291,
        "layout-drive-gt1-share_pct": 25.9,
        "finalNonFillerCells": 1443,
        "area.growth.synth_to_final_pct": 18.4,
        "largest_reg_flops": 384,
        "fill_cells": 4546,
    },
    "clock_tree": {
        "cts_made_buffers": 43,
        "cts_resized": 0,
        "cts_root_buffer": "clkbuf_16",
        "clkLatencyLatePin_ps": 540,
        "clk_pin_slew_ps": 60,
        "h-tree-depth": 2,
        "hold_buffers": 0,
        "cts_setup_buffers": 0,
        "tritoncts": "yes",
        "cts.sinks": 417,
        "clk_path_buf_depth": 3,
    },
    "power": {
        "leakage_nw": 5.65,
        "peakVddDrop_mv": 0.126,
        "power_density_mw_per_mm2": 224,
    },
    "place": {
        "port_buffers": 54,
        "dp_slack_ps": 4390,
        "gp_congestion": 0.745,
        "hpwl_mm": 16.6,
        "dp_cells": 1370,
    },
    "setup_path": {
        "cp.required_ps": 7440,
        "critPathKind": "flop to primary output",
        "cp_data_arrival_time_ps": 3610,
        "crit_path_start_kind": "flop",
        "path_max_fanout": 38,
        "endpoint_kind": "primary output",
    },
    "route": {
        "wl_met3_mm": 5.41,
        "wl_met1_mm": 11.3,
        "drc": 0,
        "highest_layer": "met4",
        "wl_per_cell_um": 22.7,
        "antennaDiodeCount": 0,
        "vias": 6949,
        "wl_met2_mm": 15.5,
        "wl_mm": 32.8,
        "postRouteAntennaNets": 0,
        "firstDrtPassIters": 7,
        "avgViaCountPerCell": 4.82,
        "drt_iter0_markers": 485,
    },
    "status": {
        "status": "finished, final reports clean",
    },
    "flow_run": {
        "warnings": 25,
        "cap_violations": 0,
    },
    "hold_path": {
        "hold_class": "flop to flop",
    },
}
[path summary, 6_finish.rpt]
| path | from | end | slack (ps) | cells after the start |
|---|---|---|---|---|
| setup / recovery | flop | dout0[23] | 3830 | 6 |
| hold / removal | addr0_reg[3]$_DFFE_PN_ | flop | 590 | 1 |
| setup reg to reg | addr0_reg[3]$_DFFE_PN_ | mem[7][9]$_DFFE_PP_ | 7070 | 3 |
| hold reg to reg | addr0_reg[3]$_DFFE_PN_ | flop | 590 | 1 |
[critical path: stages (launching register included)]
cell and delay (ps):
dfxtp_4 650, buf_4 510, buf_4 560, mux4_2 390
a22oi_1 300, nand2_1 180, clkdlybuf4s50_1 430
[area by class of cell]
type | instances | share of cell area [%]
clock buffers | 55 | 6.36
clock inverters | 18 | 0.841
inverters | 1 | 0.0205
multi-input cells | 200 | 15.9
flip-flops and latches | 417 | 68.3
well taps | 672 | 4.60
repair buffers | 80 | 4.02
[per-layer routing]
layer	vias to the layer above	track usage, %
met5	-	0
li1	2952	-
met3	50	10.5
met2	472	20.4
met1	3475	16.7
met4	0	2.31
[logic make-up (layout without fill, tap and decap cells)]
group | Yosys count | in the layout
AND/OR/NAND/NOR | 52 | 52
multiplexers | 100 | 100
flip-flops | 417 | 417
buffers and inverters | 34 | 154
AND-OR/OR-AND | 48 | 48
[layout by cell type, fill, tap and decap left out, types with 2 or more instances in the layout]
| cell | netlist | layout |
|---|---|---|
| edfxtp_1 | 413 | 413 |
| mux4_2 | 96 | 96 |
| clkdlybuf4s50_1 | 0 | 54 |
| a22oi_1 | 48 | 48 |
| clkbuf_16 | 0 | 45 |
| nand2_1 | 26 | 26 |
| buf_4 | 1 | 26 |
| nor2_4 | 0 | 12 |
| clkinv_1 | 0 | 12 |
| clkbuf_1 | 17 | 10 |
| mux2_2 | 4 | 4 |
| nor3_2 | 0 | 4 |
| bufinv_16 | 0 | 3 |
| nor2b_2 | 0 | 2 |
| nand2b_1 | 2 | 2 |
| dfxtp_4 | 0 | 2 |
| dfxtp_1 | 4 | 2 |
| clkinv_2 | 0 | 2 |
[report_power, final]
group / total, mW / internal (mW) / leakage, nW / switching, mW
Combinational: 0.276 / 0.146 / 1.22 / 0.130
Clock: 1.62 / 0.959 / 0.639 / 0.657
Sequential: 2.21 / 2.15 / 3.79 / 0.0579
Total: 4.10 / 3.25 / 5.65 / 0.844
[through the flow]
stage / util [%] / total power, mW / hold WS, ps / instance area, µm²
after floorplan: - / 2.39 / 531 / 15500
after global placement: 33.6 / 2.53 / 569 / 17000
after detailed placement: 33.6 / 2.53 / 566 / 17000
after CTS: 36.2 / 4.14 / 584 / 18300
after global routing: 36.2 / 4.24 / 617 / 18300
final: 36.2 / 4.10 / 589 / 18300
Power and IR drop assume default switching activity.
